$ cat config.mk
export PLATFORM = sky130hd
export DESIGN_NAME = controller
export DESIGN_NICKNAME = controller
export VERILOG_FILES = /design/flow/design.v
export SDC_FILE = /design/flow/constraint.sdc
export NUM_CORES = 4
export LEC_CHECK = 1
export CORE_AREA = 10 10 81 81
export DIE_AREA = 0 0 91 91
$ cat constraint.sdc
current_design controller

set clk_period 3.1
set clk_io_pct 0.2

create_clock -name clk0 -period $clk_period [get_ports {clk}]

set non_clock_inputs [all_inputs -no_clocks]
set_input_delay [expr $clk_period * $clk_io_pct] -clock clk0 $non_clock_inputs
set_output_delay [expr $clk_period * $clk_io_pct] -clock clk0 [all_outputs]
$ cat design.v
module controller
(
	input wire clk,
	input wire n_reset,
	input wire dr,
	input wire lc,
	input wire overflow,
	output reg cnt_up,
	output reg clear,
	output wire modwait,
	output reg [2:0] op,
	output reg [3:0] src1,
	output reg [3:0] src2,
	output reg [3:0] dest,
	output reg err
);
reg curr_modwait, next_modwait;
assign modwait = curr_modwait;
typedef enum bit [4:0] {
	IDLE,STORE,ZERO,
	SORT1,SORT2,SORT3,SORT4,
	MUL1,SUB1,MUL2,ADD1,MUL3,SUB2,MUL4,ADD2,
	LOAD1,LOAD2,LOAD3,LOAD4,MODWAIT1,MODWAIT2,MODWAIT3,
	EIDLE
} stateType;
stateType state, next_state;
always_ff @ (posedge clk, negedge n_reset)
begin
	if(n_reset == 0) 
	begin
		state <= IDLE;
		curr_modwait <= 0;
	end
	else
	begin
		state <= next_state;
		curr_modwait <= next_modwait;
	end
end
always_comb
begin
	next_state = state;
	case(state)
		IDLE:
		begin
			if(lc == 1'b1)
				next_state = LOAD1;
			else if(dr == 1'b1)
				next_state = STORE;
			else
				next_state = IDLE;
		end
		LOAD1:
		begin
			next_state = MODWAIT1;
		end
		MODWAIT1:
		begin
			if(lc == 1) 
				next_state = LOAD2;
			else
				next_state = MODWAIT1;
		end
		LOAD2:
		begin
			next_state = MODWAIT2;
		end
		MODWAIT2:
		begin
			if(lc == 1)
				next_state = LOAD3;
			else
				next_state = MODWAIT2;
		end
		LOAD3:
		begin
			next_state = MODWAIT3;
		end
		MODWAIT3:
		begin
			if (lc == 1)
				next_state = LOAD4;
			else
				next_state = MODWAIT3;
		end
		LOAD4:
		begin
			next_state = IDLE;
		end
		STORE:
		begin
			if(dr == 1)
				next_state = ZERO;
			else
				next_state = EIDLE;
		end
		ZERO: next_state = SORT1;
		SORT1: next_state = SORT2;
		SORT2: next_state = SORT3;
		SORT3: next_state = SORT4;
		SORT4: next_state = MUL1;
		MUL1: next_state = SUB1;
		SUB1:
		begin
			if(overflow == 1)
				next_state = EIDLE;
			else
				next_state = MUL2;
		end
	        MUL2: next_state = ADD1;
		ADD1:
		begin
			if(overflow == 1)
				next_state = EIDLE;
			else
				next_state = MUL3;
		end
		MUL3: next_state = SUB2;
		SUB2:
		begin
			if(overflow == 1)
				next_state = EIDLE;
			else
				next_state = MUL4;
		end
		MUL4: next_state = ADD2;
		ADD2:
		begin
			if(overflow == 1)
				next_state = EIDLE;
			else
				next_state = IDLE;
		end
		EIDLE:
		begin
			if(dr == 1)
				next_state = STORE;
			else if(lc == 1)
				next_state = LOAD1;
			else
				next_state = EIDLE;
		end
	endcase
end
always_comb
begin
	cnt_up = 0;
	err    = 0;
	clear  = 0;
	dest   = 0;
	src1   = 0;
	src2   = 0;
	op     = 0;
	next_modwait = 1;
	case(state)
		IDLE:
		begin
			next_modwait = 0;
		end
		LOAD1:
		begin
			dest  = 6;
			clear = 1;
			op    = 3'b011;
		end
		LOAD2:
		begin
			dest  = 7;
			clear = 1;
			op    = 3'b011;
		end
		LOAD3:
		begin
			dest  = 8;
			clear = 1;
			op    = 3'b011;
		end
		LOAD4:
		begin
			dest  = 9;
			clear = 1;
			op    = 3'b011;
		end
		MODWAIT1:
		begin
			next_modwait = 0;
		end
		MODWAIT2:
		begin
			next_modwait = 0;
		end
		MODWAIT3:
		begin
			next_modwait = 0;
		end
		STORE:
		begin
			dest = 5;
			op = 3'b010;
		end
		ZERO:
		begin
			cnt_up = 1;
			op = 3'b101;
			src1 = 0;
			src2 = 0;
			dest = 0;
		end
		SORT1:
		begin
			op = 3'b001;
			src1 = 2;
			dest = 1;
		end
		SORT2:
		begin
			op = 3'b001;
			src1 = 3;
			dest = 2;
		end
		SORT3:
		begin
			op = 3'b001;
			src1 = 4;
			dest = 3;
		end
		SORT4:
		begin
			op = 3'b001;
			src1 = 5;
			dest = 4;
		end
		MUL1:
		begin
			op = 3'b110;
			src1 = 1;
			src2 = 9;
			dest = 10;
		end
		SUB1:
		begin
			op = 3'b101;
			src1 = 0;
			src2 = 10;
			dest = 0;
		end
		MUL2:
		begin
		        op = 3'b110;
			src1 = 2;
			src2 = 8;
			dest = 10;
		end
		ADD1:
		begin
			op = 3'b100;
			src1 = 0;
			src2 = 10;
			dest = 0;
		end
		MUL3:
		begin
			op = 3'b110;
			src1 = 3;
			src2 = 7;
			dest = 10;
		end
		SUB2:
		begin
			op = 3'b101;
			src1 = 0;
			src2 = 10;
			dest = 0;
		end
		MUL4:
		begin
			op = 3'b110;
			src1 = 4;
			src2 = 6;
			dest = 10;
		end
		ADD2:
		begin
			op = 3'b100;
			src1 = 0;
			src2 = 10;
			dest = 0;
		end
		EIDLE:
		begin
			err  = 1;
			next_modwait = 0;
		end
	endcase
end
endmodule
$ cat run.sh
#!/bin/bash
# OpenROAD 26Q1-2900-gdf79404cd8, Yosys 0.63+post, stock flow scripts
make -C /OpenROAD-flow-scripts/flow DESIGN_CONFIG=/design/flow/config.mk WORK_HOME=/design/flow/orfs finish
==> results.json <==
{
  "fin_crit_sh_pct": 93.9,
  "fp_util_pct": 22.7,
  "outcome": "finished, final reports clean",
  "place_hpwl_um": 2570,
  "r2r-end": "state[0]",
  "drive_gt1_share_pct": 9.83,
  "syn_inst": 156,
  "lay_top_count": "clkdlybuf4s50_1",
  "warnings": 31,
  "tightest_slew_ns": 0.573,
  "die_area_mm2": 0.00828,
  "critPathMaxFanout": 11,
  "grt_max_degree": 21,
  "p_per_area_mw_per_mm2": 1180,
  "yosysWarnings": 1,
  "antenna_left": 0,
  "enable_flop_cells": 0,
  "dpl-instance-area_mm2": 0.00137,
  "setup_viol": 0,
  "cap_violations": 0,
  "htree_levels": 1,
  "total_power_mw": 1.67,
  "grt_pass1_wl_um": 5800,
  "grt_remaining_overflow": 0,
  "drt_wl_total_um": 3430,
  "crit_required_ns": 2.48,
  "wl_per_cell_um": 14.3,
  "stdcell_area_mm2": 0.00142,
  "synth_top_flop_cell": "dfrtp_1",
  "drv_slew": 0,
  "tns_ns": 0,
  "die_h_um": 91,
  "min_path_type": "input pin to async pin",
  "grt_pass1_vias": 1143,
  "hold_violations": 0,
  "crit_arrival_ns": 2.29,
  "clock-sinks": 6,
  "area_growth_pct": 29.7,
  "vdd.ir_drop.worst_mv": 0.228,
  "clk_pin_slew_ns": 0.04,
  "worstSetupStartpointType": "flip-flop",
  "rsz0062_at_grt": "no",
  "final_cell_mix": "clkdlybuf4s50_1 (22), nor2_1 (15), a21oi_1 (13)",
  "fillCellCount": 541,
  "antenna_found_initial": 0,
  "fin_crit_ns": 2.91,
  "ff2ff_path_depth": 8,
  "core_area_mm2": 0.00482,
  "clock_skew_ns": 0.00304,
  "drtIter0Drc": 145,
  "clock_latency_ns": 0.22,
  "p_leak_nw": 0.519,
  "post-cts-setup-buffer-count": 0,
  "critical_path_class": "flip-flop to primary output",
  "async_reset_ff_share_pct": 100,
  "regToRegStartpoint": "state[1]",
  "vias": 1214,
  "num_rows": 25,
  "die_x_um": 91,
  "io_buffers": 22,
  "cts_buffers": 3,
  "grt_use_total_pct": 7.99,
  "synth_flops": 6,
  "slew_headroom_pct": 61.8,
  "ys_cells": 156,
  "io_pins": 24,
  "synth.distinct_cells": 48,
  "regToRegSetupSlack_ns": 0.65,
  "dr.pass1.iters": 4,
  "cp-end-kind": "primary output",
  "fmax_ghz": 0.344,
  "synth_seq_share_pct": 13.7,
  "mappedNetlistArea_mm2": 0.00109,
  "n_antenna_cell": 0,
  "drc": 0,
  "cts_root_buf": "clkbuf_8",
  "gp_congestion": 0.868,
  "vias_per_cell": 5.06,
  "yosys_area_mm2": 0.00109,
  "cts_buffer_depth": 2,
  "critPathLaunch": "state[0]",
  "syn_avg_cell_area_um2": 7.00,
  "cts_tree": "yes"
}
-- state kept, by name (all words and copies together), names as in the netlist --
signal        count
state             5
curr_modwait      1
-- report_power, final --
group,switching (mW),total [mW],internal (mW)
registers,0.105,0.226,0.121
logic,0.679,1.32,0.645
clock network,0.0318,0.115,0.0833
-- layout make-up --
| class | instances | area [µm²] | share of cell area, % |
|---|---|---|---|
| repair buffers | 29 | 273 | 19.3 |
| flip-flops and latches | 6 | 151 | 10.7 |
| clock buffers | 3 | 41.3 | 2.92 |
| multi-input cells | 130 | 848 | 59.9 |
| inverters | 5 | 18.8 | 1.33 |
| well taps | 67 | 83.8 | 5.92 |
-- Yosys cell counts, types with 2 or more instances --
cell / n / share of area, %
clkbuf_1: 5 / 1.7
a31oi_1: 3 / 1.7
nand2b_1: 6 / 3.4
nand3_1: 4 / 1.8
nor4_1: 2 / 1.1
a211oi_1: 7 / 4.8
o21ai_0: 12 / 5.5
dfrtp_1: 6 / 14
nand3b_1: 2 / 1.4
mux2i_1: 4 / 3.7
nor3_1: 7 / 3.2
inv_1: 4 / 1.4
nor3b_1: 2 / 1.4
o32ai_1: 2 / 1.6
a21oi_1: 13 / 6.0
buf_2: 6 / 2.7
nand2_1: 11 / 3.8
a21o_1: 4 / 2.7
nor2_1: 15 / 5.2
ha_1: 7 / 8.0
o21a_1: 2 / 1.4
buf_1: 2 / 0.69
nor2b_1: 5 / 2.9
-- metal layers --
layer	global-route usage (%)	vias up	wire length (µm)
li1	-	596	-
met4	0.914	0	28
met1	11.7	583	1640
met2	12.5	33	1610
met5	0	-	0
met3	1.08	2	152
-- worst max-delay path, cell delays in order (launching register included) --
cell and delay (ns):
dfrtp_2 0.48, ha_1 0.41, nor2b_1 0.36, a211oi_1 0.09, o31ai_1 0.23, clkdlybuf4s50_1 0.50
-- how the worst max path moves through the flow --
stage,end,slack [ns],cells after the start
5_1_grt,dest[2],0.04,7
6_report,dest[3],0.19,5
4_1_cts,op[0],0.05,5
-- metrics by stage --
stage | setup WS [ns] | instances | utilization (%) | hold WS [ns]
after floorplan | 0.953 | 156 | - | 0.324
after global placement | 0.329 | 237 | 28.5 | 0.658
after detailed placement | 0.303 | 237 | 28.5 | 0.667
after CTS | 0.0530 | 240 | 29.4 | 0.660
after global routing | 0.0368 | 240 | 29.4 | 0.675
final | 0.190 | 240 | 29.4 | 0.647
-- cell families after synthesis --
kind of cell	synth area share [%]
compound gates	32.3
xor+xnor	0.802
fa+ha+maj	8.02
buf+inv	8.59
flops	13.7
mux	6.76
other cells	0.343
simple gates	29.4
-- timing repair --
action                     CTS  global route
setup endpoints to repair    0             3
hold buffers                 0             0
resized                      0             1
